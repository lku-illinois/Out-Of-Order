--- design/flow/design.v ---
interface banked_mem_itf(
    input   bit         clk,
    input   bit         rst
);
    logic   [31:0]      addr;
    logic               read;
    logic               write;
    logic   [63:0]      wdata;
    logic               ready;
    logic   [31:0]      raddr;
    logic   [63:0]      rdata;
    logic               rvalid;
    bit                 error = 1'b0;
    modport dut (
        input           clk,
        input           rst,
        output          addr,
        output          read,
        output          write,
        output          wdata,
        input           ready,
        input           raddr,
        input           rdata,
        input           rvalid
    );
    modport mem (
        input           clk,
        input           rst,
        input           addr,
        input           read,
        input           write,
        input           wdata,
        output          ready,
        output          rdata,
        output          raddr,
        output          rvalid,
        output          error
    );
    modport mon (
        input           clk,
        input           rst,
        input           addr,
        input           read,
        input           write,
        input           wdata,
        input           ready,
        input           rdata,
        input           raddr,
        input           rvalid,
        input           error
    );
endinterface
interface mem_itf(
    input   bit         clk,
    input   bit         rst
);
    logic   [31:0]      addr;
    logic   [3:0]       rmask;
    logic   [3:0]       wmask;
    logic   [31:0]      rdata;
    logic   [31:0]      wdata;
    logic               resp;
    bit                 error = 1'b0;
    modport dut (
        input           clk,
        input           rst,
        output          addr,
        output          rmask,
        output          wmask,
        input           rdata,
        output          wdata,
        input           resp
    );
    modport mem (
        input           clk,
        input           rst,
        input           addr,
        input           rmask,
        input           wmask,
        output          rdata,
        input           wdata,
        output          resp,
        output          error
    );
    modport mon (
        input           clk,
        input           rst,
        input           addr,
        input           rmask,
        input           wmask,
        input           rdata,
        input           wdata,
        input           resp,
        output          error
    );
endinterface
interface mon_itf(
    input   bit             clk,
    input   bit             rst
);
            logic           valid [8];
            logic   [63:0]  order [8];
            logic   [31:0]  inst [8];
            logic           halt [8];
            logic   [4:0]   rs1_addr [8];
            logic   [4:0]   rs2_addr [8];
            logic   [31:0]  rs1_rdata [8];
            logic   [31:0]  rs2_rdata [8];
            logic   [4:0]   rd_addr [8];
            logic   [31:0]  rd_wdata [8];
            logic   [31:0]  pc_rdata [8];
            logic   [31:0]  pc_wdata [8];
            logic   [31:0]  mem_addr [8];
            logic   [3:0]   mem_rmask [8];
            logic   [3:0]   mem_wmask [8];
            logic   [31:0]  mem_rdata [8];
            logic   [31:0]  mem_wdata [8];
            bit             error = 1'b0;
endinterface
module fetch
(
    input   logic           bp_full,
    input   logic           rst,
    input   logic           clk,
    input   logic           imem_resp,
    input   logic           bp_taken,
    input   logic   [31:0]  bp_target_addr,
    input   logic           mispredict,
    input   logic   [31:0]  recover_addr,
    input   logic           freeze,        
    input   logic           imem_stall,  
    output  logic   [31:0]  imem_addr,
    output  logic   [3:0]   imem_rmask
);
    logic   [31:0]  pc_next;
    logic   [31:0]  pc;
    logic   tmp_bp_taken, tmp_mispredict;
    logic   [31:0]  tmp_bp_target_addr, tmp_recover_addr;
    always_ff @(posedge clk) begin
        if (rst) begin
            tmp_bp_taken    <=  '0;
            tmp_bp_target_addr    <=  '0;
        end
        else if (bp_taken) begin
            tmp_bp_taken    <=  '1;
            tmp_bp_target_addr    <=  bp_target_addr;
        end
        else if (imem_resp )begin
            tmp_bp_taken    <=  '0;
            tmp_bp_target_addr    <=  '0;
        end
        else begin
            tmp_bp_taken    <=  tmp_bp_taken;
            tmp_bp_target_addr    <=  tmp_bp_target_addr;
        end
    end
    always_ff @(posedge clk) begin
        if (rst) begin
            tmp_mispredict    <=  '0;
            tmp_recover_addr    <=  '0;
        end
        else if (mispredict) begin
            tmp_mispredict    <=  '1;
            tmp_recover_addr    <=  recover_addr;
        end
        else if (imem_resp )begin
            tmp_mispredict    <=  '0;
            tmp_recover_addr    <=  '0;
        end
        else begin
            tmp_mispredict    <=  tmp_mispredict;
            tmp_recover_addr    <=  tmp_recover_addr;
        end
    end
    always_comb begin 
        if (mispredict || tmp_mispredict) pc_next = (freeze||bp_full) ? recover_addr : tmp_recover_addr;
        else if (bp_taken ) pc_next = bp_target_addr;
        else pc_next = pc + 32'd4;
    end
    always_ff @( posedge clk ) begin
        if (imem_resp || freeze || imem_stall || bp_full) begin
            pc <= imem_addr;
        end
        else begin
            pc <= 32'h60000000;
        end
    end
    always_comb begin 
        unique case (imem_resp && !freeze && !imem_stall && !bp_full)
            1'b0    :   imem_addr = pc;
            1'b1    :   imem_addr = pc_next;
            default :   imem_addr = '0;
        endcase
    end
    assign imem_rmask = 4'b1111;
endmodule   :   fetch
--- design/flow/run.sh ---
#!/bin/bash
# OpenROAD 26Q1-2900-gdf79404cd8, Yosys 0.63+post, stock flow scripts
make -C /OpenROAD-flow-scripts/flow DESIGN_CONFIG=/design/flow/config.mk WORK_HOME=/design/flow/orfs finish
--- design/flow/config.mk ---
export PLATFORM = sky130hd
export DESIGN_NAME = fetch
export DESIGN_NICKNAME = fetch
export VERILOG_FILES = /design/flow/design.v
export SDC_FILE = /design/flow/constraint.sdc
export NUM_CORES = 4
export LEC_CHECK = 1
export CORE_UTILIZATION = 40
--- design/flow/constraint.sdc ---
current_design fetch

set clk_period 5.6
set clk_io_pct 0.2

create_clock -name clk0 -period $clk_period [get_ports {clk}]

set non_clock_inputs [all_inputs -no_clocks]
set_input_delay [expr $clk_period * $clk_io_pct] -clock clk0 $non_clock_inputs
set_output_delay [expr $clk_period * $clk_io_pct] -clock clk0 [all_outputs]
==> results.cfg <==
; yosys + openroad results
[detailed_routing]
wl_per_cell_um = 18.11
antennaDiodeCount = 0
drc = 0
ant_nets = 0
drtIter0Drc = 230
via_count = 4482
wl_mm = 14.05
drtPass1Iterations = 5
via_per_inst = 5.776

[synthesis]
common_cells = nor2_1 (72), a21oi_1 (68), dfxtp_1 (65)
yosysUniqueCellTypes = 72
ys_cells = 558
yosys.area.top_type = dfxtp_1
top_area_share_pct = 31.29
async_flop_share_pct = 0
most_common_cell = nor2_1
ys_area_um2 = 4159
ys_seq_share_pct = 31.29
topCellsByArea = dfxtp_1 (31%), a21oi_1 (8.2%), nor2_1 (6.5%)
synth_cells = 558
netlist_area_um2 = 4159
yosysWarnings = 1
synth-edff-count = 0
numSynthFlops = 65
synthFlopType = dfxtp_1
syn_area_per_cell_um2 = 7.453

[sta]
hold_viol = 0
worstMarginPinSlew_ns = 0.7896
clock_skew_ns = 0.01644
setup_slack_ns = 0.6228
finalCritPeriodShare_pct = 88.88
max-slew-margin-rel_pct = 47.36
fmax_mhz = 200.9
setup_tns_ns = 0
rsz0062_at_grt = no
finalCriticalPeriod_ns = 4.977
drv_slew = 0
setup_viol = 0
hold_slack_ns = 0.5385

[die]
coreArea_um2 = 9910
die_x_um = 104.0
die_h_um = 104.0
num_io_pins = 108
rows = 36
die_area_um2 = 10810
initial_utilization_pct = 41.97

[pwr]
peakVddDrop_v = 0.0001253
p_total_mw = 1.240
p_per_area_nw_per_um2 = 228.9
p_leak_nw = 1.867

[place]
gp_congestion = 0.9285
dp_hpwl_mm = 10.05
dpl-instance-area_um2 = 5238
numPortBuffers = 103
dp_cells = 760
dp_slack_ns = 0.6300

[critical_path]
cp.required_ns = 4.48
rrSetupSlack_ns = 2.98
worstSetupEndpointType = output port
crit_fanout = 35
worstSetupPathType = input port to output port
arrival_ns = 3.86
worstSetupStartpointType = input port

[grt]
grt_usage_pct = 26.82
grt_pass1_vias = 4256
grt_pass1_wl_mm = 22.53
antenna_found_initial = 0
grt_max_degree = 72
overflow = 0

[clock_tree]
cts_hold_buf = 0
cts_buffers = 9
cts_setup_buffers = 0
cts_tree = yes
clk_path_buf_depth = 2
clkTransAtPathRegs_ns = 0.08
numClockSinks = 65
clockRootBuffer = clkbuf_8
clock.latency.late_pin_ns = 0.35
ctsResizeCount = 0
cts-htree-levels = 3

[cells_and_area]
instances_no_fill = 776
final_cell_area_um2 = 5415
fillCellCount = 947
layout-drive-gt1-share_pct = 7.932
final_util_pct = 54.65
area_growth_pct = 30.20

[hold_path]
hp-class = register to register

[flow_run]
drv_cap = 0
warning_count = 25

[run_status]
status = completed
[cell families after synthesis]
logic type                 after synthesis  synth area share, %
DFF                                     65                31.29
xor gates and xnor gates                 3               0.6319
adders and majority gates                1               0.3008
muxes                                   11                2.738
other                                    1              0.09017
and+or+nand+nor                        249                33.30
AOI/OAI and AO/OA                      171                25.63
buffers and inverters                   57                6.017
[state kept, by name, summed over array words and instances (netlist names)]
name,flops
pc,32
tmp_mispredict,1
tmp_recover_addr,32
[critical path: stages]
cell	delay, ns
clkdlybuf4s50_1	0.78
or4b_4	0.77
a2111oi_4	0.41
a211oi_1	0.08
mux2_2	0.28
clkdlybuf4s50_1	0.40
[power by group]
group,switching (mW),leakage [nW],internal [mW]
Combinational,0.139,1.24,0.178
Sequential,0.0453,0.536,0.506
Clock,0.207,0.0939,0.164
[layer usage]
metal  part of all wire, %  vias up  track usage [%]  wire length [um]
li1                      -     2214                -                 -
met1                    47     2065            40.10              6576
met2                    43      185            39.48              6003
met3                   9.0       18            7.722              1262
met4                   1.5        0            4.490               210
met5                     0        -                0                 0
[cell type report]
| cell class | instances | area (um2) | area share (%) |
|---|---|---|---|
| tap | 133 | 166.4 | 3.073 |
| sequential | 65 | 1301 | 24.03 |
| inverter | 6 | 22.52 | 0.4159 |
| clock buffer | 9 | 123.9 | 2.287 |
| clock inverter | 7 | 53.80 | 0.9935 |
| timing repair buffer | 117 | 1126 | 20.79 |
| multi-input combinational | 439 | 2621 | 48.41 |
[path summary, 6_finish.rpt]
path | start | endpoint | depth (start not counted)
max | imem_resp | imem_addr[29] | 6
max reg2reg | pc[2]$_SDFF_PN0_ | pc[22]$_SDFF_PN0_ | 6
min | pc[13]$_SDFF_PN0_ | pc[13]$_SDFF_PN0_ | 2
min reg2reg | pc[13]$_SDFF_PN0_ | pc[13]$_SDFF_PN0_ | 2
[placed cells by master (no fill, tap or decap), types with 3 or more instances in the layout]
| master | count |
|---|---|
| clkdlybuf4s50_1 | 101 |
| nor2_1 | 71 |
| a21oi_1 | 68 |
| dfxtp_1 | 65 |
| o21ai_0 | 36 |
| nor3b_1 | 36 |
| nand2_1 | 33 |
| nor3_1 | 25 |
| and2_1 | 16 |
| nand3_1 | 14 |
| buf_4 | 14 |
| nor4_1 | 11 |
| a211oi_1 | 9 |
| clkbuf_8 | 9 |
| mux2i_1 | 8 |
| or3_1 | 7 |
| nand4_1 | 6 |
| o31ai_1 | 6 |
| o21a_1 | 5 |
| inv_1 | 5 |
| o22ai_1 | 5 |
| and4_1 | 4 |
| or3b_2 | 4 |
| a31oi_1 | 4 |
| and3_1 | 4 |
| o21ai_1 | 4 |
| conb_1 | 4 |
| o31a_1 | 3 |
| mux2_2 | 3 |
| nor4_2 | 3 |
| o211ai_1 | 3 |
| clkinv_4 | 3 |
Power figures rest on the tool's default switching activity, not on a simulated workload.
