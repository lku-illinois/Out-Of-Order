$ cat ./design.v
interface banked_mem_itf(
    input   bit         clk,
    input   bit         rst
);
    logic   [31:0]      addr;
    logic               read;
    logic               write;
    logic   [63:0]      wdata;
    logic               ready;
    logic   [31:0]      raddr;
    logic   [63:0]      rdata;
    logic               rvalid;
    bit                 error = 1'b0;
    modport dut (
        input           clk,
        input           rst,
        output          addr,
        output          read,
        output          write,
        output          wdata,
        input           ready,
        input           raddr,
        input           rdata,
        input           rvalid
    );
    modport mem (
        input           clk,
        input           rst,
        input           addr,
        input           read,
        input           write,
        input           wdata,
        output          ready,
        output          rdata,
        output          raddr,
        output          rvalid,
        output          error
    );
    modport mon (
        input           clk,
        input           rst,
        input           addr,
        input           read,
        input           write,
        input           wdata,
        input           ready,
        input           rdata,
        input           raddr,
        input           rvalid,
        input           error
    );
endinterface
interface mem_itf(
    input   bit         clk,
    input   bit         rst
);
    logic   [31:0]      addr;
    logic   [3:0]       rmask;
    logic   [3:0]       wmask;
    logic   [31:0]      rdata;
    logic   [31:0]      wdata;
    logic               resp;
    bit                 error = 1'b0;
    modport dut (
        input           clk,
        input           rst,
        output          addr,
        output          rmask,
        output          wmask,
        input           rdata,
        output          wdata,
        input           resp
    );
    modport mem (
        input           clk,
        input           rst,
        input           addr,
        input           rmask,
        input           wmask,
        output          rdata,
        input           wdata,
        output          resp,
        output          error
    );
    modport mon (
        input           clk,
        input           rst,
        input           addr,
        input           rmask,
        input           wmask,
        input           rdata,
        input           wdata,
        input           resp,
        output          error
    );
endinterface
interface mon_itf(
    input   bit             clk,
    input   bit             rst
);
            logic           valid [8];
            logic   [63:0]  order [8];
            logic   [31:0]  inst [8];
            logic           halt [8];
            logic   [4:0]   rs1_addr [8];
            logic   [4:0]   rs2_addr [8];
            logic   [31:0]  rs1_rdata [8];
            logic   [31:0]  rs2_rdata [8];
            logic   [4:0]   rd_addr [8];
            logic   [31:0]  rd_wdata [8];
            logic   [31:0]  pc_rdata [8];
            logic   [31:0]  pc_wdata [8];
            logic   [31:0]  mem_addr [8];
            logic   [3:0]   mem_rmask [8];
            logic   [3:0]   mem_wmask [8];
            logic   [31:0]  mem_rdata [8];
            logic   [31:0]  mem_wdata [8];
            bit             error = 1'b0;
endinterface
module adaptor
    (
        input clk,
        input rst,
        input logic [255:0] line_in,  
        output logic [255:0] line_out,  
        input logic [31:0] address_in,  
        input dfp_read,  
        input dfp_write,  
        output logic adaptor_dfp_resp,  
        input logic [63:0] burst_in,
        output logic [63:0] burst_out,
        output logic [31:0] address_out,  
        output logic  bmem_read,  
        output logic bmem_write,  
        input logic         bmem_rvalid   
    );
    logic [63:0] buffer [0:3];
    enum logic [3:0] {
        IDLE, 
        Readcc1, 
        Readcc2, 
        Readcc3, 
        Readcc4, 
        Writecc1,
        Writecc2, 
        Writecc3, 
        Writecc4, 
        DONE
    } state, next_state;
    always_ff @(posedge clk) begin
        if (rst)
            state <= IDLE;
        else begin
            state <= next_state;
            if ( bmem_rvalid)
                {  buffer[3], buffer[2], buffer[1], buffer[0]} <=  {  burst_in, buffer[3], buffer[2], buffer[1]};
        end
    end
    always_comb begin
        bmem_read = 1'b0;
        bmem_write = 1'b0;
        adaptor_dfp_resp = 1'b0;
        burst_out = 64'h0;
        next_state = state;
        address_out = 32'd0;
        line_out = {buffer[3], buffer[2], buffer[1], buffer[0]};
        unique case (state)
            IDLE: begin
                if (dfp_read) begin
                    address_out = address_in;
                    next_state = Readcc1;
                    bmem_read = 1'b1;
                end else if (dfp_write) begin
                    address_out = address_in;
                    next_state = Writecc1;
                end
            end
            Readcc1: begin 
            bmem_read = 1'b0;
            if ( bmem_rvalid)
            next_state = Readcc2;   
            end
            Readcc2: begin 
            if ( bmem_rvalid) 
            next_state = Readcc3;    
            end
            Readcc3: begin 
            if ( bmem_rvalid) 
            next_state = Readcc4;   
            end
            Readcc4: begin 
            if ( bmem_rvalid) 
            next_state = DONE; 
            end
            Writecc1: begin 
            address_out=address_in;
            next_state = Writecc2;   
            bmem_write = 1'b1; 
            burst_out = line_in[63:0]; 
            end
            Writecc2: begin 
            address_out=address_in;
            next_state = Writecc3;   
            bmem_write = 1'b1; 
            burst_out = line_in[127:64]; 
            end
            Writecc3: begin 
            address_out=address_in;
            next_state = Writecc4;   
            bmem_write = 1'b1; 
            burst_out = line_in[191:128]; 
            end
            Writecc4: begin 
            address_out=address_in;
            next_state = DONE; 
            bmem_write = 1'b1; 
            burst_out = line_in[255:192]; 
            end
            DONE: begin
                next_state = IDLE;
                adaptor_dfp_resp = 1'b1;
                bmem_read = 1'b0;
                bmem_write = 1'b0;
            end
            default: next_state = IDLE;
        endcase
    end
    endmodule : adaptor
$ cat ./run.sh
#!/bin/bash
# OpenROAD 26Q1-2900-gdf79404cd8, Yosys 0.63+post, stock flow scripts
make -C /OpenROAD-flow-scripts/flow DESIGN_CONFIG=/design/flow/config.mk WORK_HOME=/design/flow/orfs finish
$ cat ./config.mk
export PLATFORM = sky130hd
export DESIGN_NAME = adaptor
export DESIGN_NICKNAME = adaptor
export VERILOG_FILES = /design/flow/design.v
export SDC_FILE = /design/flow/constraint.sdc
export NUM_CORES = 4
export LEC_CHECK = 1
export CORE_AREA = 10 10 277 277
export DIE_AREA = 0 0 287 287
$ cat ./constraint.sdc
current_design adaptor

set clk_period 23.7
set clk_io_pct 0.2

create_clock -name clk0 -period $clk_period [get_ports {clk}]

set non_clock_inputs [all_inputs -no_clocks]
set_input_delay [expr $clk_period * $clk_io_pct] -clock clk0 $non_clock_inputs
set_output_delay [expr $clk_period * $clk_io_pct] -clock clk0 [all_outputs]
==> results.json <==
{
  "status": "finished, final reports clean",
  "topCellsByArea": "edfxtp_1, a22oi_1, nand2_1",
  "flop_cell": "edfxtp_1",
  "max_freq_ghz": 0.0868,
  "cp_data_required_time_ps": 18960,
  "synth-async-reset-ratio_pct": 0,
  "skew_ps": 9.09,
  "slew_violations": 0,
  "cp_common_cell": "clkdlybuf4s50_1",
  "track_usage_pct": 11.4,
  "p_per_area_mw_per_mm2": 58.6,
  "setup_viol": 0,
  "hpwl_mm": 40.3,
  "nFillCells": 7187,
  "cp_top_family": "buffers and inverters",
  "worst-path-buf-inv": 3,
  "yosysWarnings": 2,
  "dieHeight_um": 287,
  "cts_tree": "done",
  "antenna_left": 0,
  "grt_first_pass_wirelength_mm": 66.7,
  "p_leak_nw": 6.40,
  "yosys_cells": 548,
  "maxSlewHeadroom_pct": 46.7,
  "drt-pass1-iter-count": 5,
  "place_congestion": 0.962,
  "period_needed_ps": 11520,
  "placed_area_mm2": 0.0179,
  "yosysUniqueCellTypes": 20,
  "path_max_fanout": 20,
  "rows": 97,
  "synthesis.area_mm2": 0.00965,
  "htree_num_levels": 1,
  "fp_util_pct": 13.7,
  "postCtsHoldBufs": 0,
  "yosys-top-cells-count": "edfxtp_1, a22oi_1, nand2_1",
  "cpPeakStageDelay_ps": 650,
  "fp.dieArea_mm2": 0.0824,
  "synth-edff-count": 256,
  "drc": 0,
  "worstMarginPinSlew_ps": 794,
  "hold_viol_final": 0,
  "timing.rr.start": "state[9]",
  "clk_pin_slew_worst_paths_ps": 60,
  "antenna_found_initial": 4,
  "overflow": 0,
  "critPathKind": "in2out",
  "num_vias": 8077,
  "critPathLaunchType": "input pin",
  "cts_buffers": 29,
  "cp-end-kind": "output port",
  "coreArea_mm2": 0.0704,
  "hp-start": "buffer[2][4]",
  "cts_root_buf": "clkbuf_16",
  "finalInstanceArea_mm2": 0.0187,
  "antenna_cells": 0,
  "top_area_share_pct": 79.6,
  "wirelength_mm": 48.7,
  "top_cell": "edfxtp_1",
  "grt_pass1_vias": 8674,
  "synth-seq-cells": 266,
  "yosysTopAreaCell": "edfxtp_1",
  "portBuffers": 711,
  "hp-class": "reg2reg",
  "crit_slowest_cell": "o21ai_1",
  "first_iter_violations": 469,
  "postCtsSetupBuffers": 0,
  "grt_max_degree": 129,
  "path_cells": "clkdlybuf4s50_1, o21ai_1, buf_4, a21boi_0, clkdlybuf4s50_1",
  "vdd_drop_max_v": 0.0000542,
  "avgSynthCellArea_um2": 17.6,
  "cts_sinks": 266,
  "final_util_pct": 26.6,
  "insertion_delay_ps": 550,
  "io_pins": 712,
  "total_power_mw": 1.10,
  "critPathLaunch": "dfp_read",
  "drive_gt1_share_pct": 4.44,
  "yosysSeqAreaShare_pct": 81.7,
  "drt-wirelength-per-cell_um": 21.9,
  "arrival_ps": 6780,
  "yosys.stat.chipArea_mm2": 0.00965,
  "postCtsResizedCells": 0,
  "period_used_pct": 48.6,
  "tns_ps": 0,
  "die_w_um": 287,
  "cts_buffer_depth": 3,
  "drt-vias-per-instance": 3.63,
  "syn_inst": 548,
  "warnings": 27,
  "maxCapViolations": 0,
  "area_growth_pct": 94.1,
  "grt_setup_unrepaired": "false"
}
## cells by family after synthesis
kind of cell	share of synthesized area, %
multiplexers	0.311
buffers and inverters	1.91
AND/OR/NAND/NOR	3.47
flip-flops	81.7
AND-OR/OR-AND	12.6
## registers in the layout, indices dropped and copies added (netlist names)
register / flops
buffer: 256
state: 10
## final timing paths
kind                          end  slack (ps)  depth (start not counted)
hold reg to reg      buffer[1][4]         440                          0
hold / removal       buffer[1][4]         440                          0
setup reg to reg         state[1]       22310                          2
setup / recovery  address_out[12]       12180                          5
## worst register-to-register path, cell delays in order, from the launching register on
cell and delay, ps:
dfxtp_2 500, buf_4 610, nor2b_1 210
## cell usage in the layout (no fill, tap or decap), drive strengths merged, types with 2 or more instances in the layout
master         count
a21oi              2
buf                9
nand2             65
edfxtp           256
clkinv            14
a22oi            128
dfxtp             10
clkinvlp           3
nor2b              4
nor2               4
mux2i              3
inv                3
clkbuf            33
a21boi            32
clkdlybuf4s50    711
## metrics by stage
stage | setup slack (ps) | instances | hold slack, ps
CTS | 12230 | 2224 | 445
global route | 12070 | 2224 | 450
global placement | 12340 | 2172 | 429
detailed placement | 12250 | 2172 | 433
finish | 12180 | 2224 | 444
floorplan | 6580 | 548 | 390
## routing by layer
| metal | part of all wire (%) | routed length [um] | up-vias | GRT usage, % |
|---|---|---|---|---|
| met5 | 0.10 | 49 | - | 0 |
| met4 | 3.2 | 1570 | 6 | 3.12 |
| met3 | 12 | 5970 | 55 | 5.21 |
| met2 | 47 | 22900 | 492 | 18.2 |
| met1 | 37 | 18200 | 3889 | 13.9 |
| li1 | - | - | 3635 | - |
## power by group
part / switching [mW] / internal (mW)
combinational: 0.0387 / 0.0965
clock: 0.182 / 0.234
sequential: 0.0101 / 0.537
total: 0.231 / 0.868
## cell type report
class	count	area (um^2)	share of cell area, %
inverters	2	7.51	0.0401
repair buffers	720	7200	38.4
flip-flops and latches	266	7890	42.1
clock inverters	19	131	0.701
well taps	940	1180	6.28
clock buffers	33	741	3.95
multi-input cells	244	1590	8.48
Power and IR drop assume default switching activity.
