## /design/flow/constraint.sdc

```tcl
current_design arbiter

set clk_period 21.4
set clk_io_pct 0.2

create_clock -name clk0 -period $clk_period [get_ports {clk}]

set non_clock_inputs [all_inputs -no_clocks]
set_input_delay [expr $clk_period * $clk_io_pct] -clock clk0 $non_clock_inputs
set_output_delay [expr $clk_period * $clk_io_pct] -clock clk0 [all_outputs]
```

## /design/flow/config.mk

```make
export PLATFORM = sky130hd
export DESIGN_NAME = arbiter
export DESIGN_NICKNAME = arbiter
export VERILOG_FILES = /design/flow/design.v
export SDC_FILE = /design/flow/constraint.sdc
export NUM_CORES = 4
export LEC_CHECK = 1
export CORE_AREA = 10 10 530 530
export DIE_AREA = 0 0 540 540
export SYNTH_HDL_FRONTEND = slang
```

## /design/flow/run.sh

```bash
#!/bin/bash
# OpenROAD 26Q1-2900-gdf79404cd8, Yosys 0.63+post, stock flow scripts
make -C /OpenROAD-flow-scripts/flow DESIGN_CONFIG=/design/flow/config.mk WORK_HOME=/design/flow/orfs finish
```

## /design/flow/design.v

```verilog
interface banked_mem_itf(
    input   bit         clk,
    input   bit         rst
);
    logic   [31:0]      addr;
    logic               read;
    logic               write;
    logic   [63:0]      wdata;
    logic               ready;
    logic   [31:0]      raddr;
    logic   [63:0]      rdata;
    logic               rvalid;
    bit                 error = 1'b0;
    modport dut (
        input           clk,
        input           rst,
        output          addr,
        output          read,
        output          write,
        output          wdata,
        input           ready,
        input           raddr,
        input           rdata,
        input           rvalid
    );
    modport mem (
        input           clk,
        input           rst,
        input           addr,
        input           read,
        input           write,
        input           wdata,
        output          ready,
        output          rdata,
        output          raddr,
        output          rvalid,
        output          error
    );
    modport mon (
        input           clk,
        input           rst,
        input           addr,
        input           read,
        input           write,
        input           wdata,
        input           ready,
        input           rdata,
        input           raddr,
        input           rvalid,
        input           error
    );
endinterface
interface mem_itf(
    input   bit         clk,
    input   bit         rst
);
    logic   [31:0]      addr;
    logic   [3:0]       rmask;
    logic   [3:0]       wmask;
    logic   [31:0]      rdata;
    logic   [31:0]      wdata;
    logic               resp;
    bit                 error = 1'b0;
    modport dut (
        input           clk,
        input           rst,
        output          addr,
        output          rmask,
        output          wmask,
        input           rdata,
        output          wdata,
        input           resp
    );
    modport mem (
        input           clk,
        input           rst,
        input           addr,
        input           rmask,
        input           wmask,
        output          rdata,
        input           wdata,
        output          resp,
        output          error
    );
    modport mon (
        input           clk,
        input           rst,
        input           addr,
        input           rmask,
        input           wmask,
        input           rdata,
        input           wdata,
        input           resp,
        output          error
    );
endinterface
interface mon_itf(
    input   bit             clk,
    input   bit             rst
);
            logic           valid [8];
            logic   [63:0]  order [8];
            logic   [31:0]  inst [8];
            logic           halt [8];
            logic   [4:0]   rs1_addr [8];
            logic   [4:0]   rs2_addr [8];
            logic   [31:0]  rs1_rdata [8];
            logic   [31:0]  rs2_rdata [8];
            logic   [4:0]   rd_addr [8];
            logic   [31:0]  rd_wdata [8];
            logic   [31:0]  pc_rdata [8];
            logic   [31:0]  pc_wdata [8];
            logic   [31:0]  mem_addr [8];
            logic   [3:0]   mem_rmask [8];
            logic   [3:0]   mem_wmask [8];
            logic   [31:0]  mem_rdata [8];
            logic   [31:0]  mem_wdata [8];
            bit             error = 1'b0;
endinterface
module MUX #(
    parameter width = 32)
    (
    input logic [1:0] sel,
    input [width-1:0] a,b,c,
    output logic [width-1:0] f
    );
    always_comb begin
    if (sel == 2'b00)
    f = a;
    else if (sel == 2'b01)
    f = b;
    else 
    f = c;
    end
    endmodule
module arbiter
    (
        input clk,
        input rst,
        input [255:0] d_cache_wdata,  
        input [31:0] i_cache_address, 
        input [31:0] d_cache_address, 
        input logic i_cache_read, 
        input logic d_cache_read,
        input logic d_cache_write, 
        output logic i_cache_resp,  
        output logic d_cache_resp,
        output [255:0] i_cache_rdata,  
        output [255:0] d_cache_rdata,
        input logic L2_cache_resp, 
        input [255:0] L2_cache_rdata,  
        output [255:0] L2_cache_wdata,  
        output [31:0] L2_cache_address,  
        output logic L2_cache_read,  
        output logic L2_cache_write  
    );
    logic [1:0] mux_sel;
    logic [31:0] prefetch_addr_hold;
    logic p_read;
    arbiter_control arbiter_control
    (   
        .*
    );
    assign i_cache_resp = ( mux_sel == 2'b00)? L2_cache_resp: 1'b0;
    assign d_cache_resp = ( mux_sel == 2'b01 )? L2_cache_resp : 1'b0;
    assign i_cache_rdata = (mux_sel == 2'b00)? L2_cache_rdata : 0;
    assign d_cache_rdata = (mux_sel == 2'b01)? L2_cache_rdata : 0; 
    assign L2_cache_wdata = d_cache_wdata;
    MUX addr
    (
        .sel(mux_sel),
        .a(i_cache_address),
        .b(d_cache_address),
        .c(prefetch_addr_hold),
        .f(L2_cache_address)
    );
    MUX #(.width(1)) read
    (
        .sel(mux_sel),
        .a(i_cache_read),
        .b(d_cache_read),
        .c(p_read),
        .f(L2_cache_read)
    );
    MUX #(.width(1)) write
    (
        .sel(mux_sel),
        .a(1'b0),
        .b(d_cache_write),
        .c(1'b0),
        .f(L2_cache_write)
    );
    endmodule : arbiter
module arbiter_control
    (
         input clk,
         input rst,
         input logic i_cache_read,
         input logic d_cache_read,
         input logic [31:0] i_cache_address,
         input logic d_cache_write,
         input logic L2_cache_resp,
         output logic [1:0] mux_sel,
         output logic [31:0] prefetch_addr_hold,
         output logic p_read
    );
    logic prefetch_done_hold;
    logic [31:0]prefetch_addr;
    enum logic [2:0] {
        idle,
        service_i,
        service_d,
        service_p
    } state, next_state;
    always_ff @(posedge clk) begin
        if (rst) begin
            state <= idle;
        end else begin
            state <= next_state;
        end
    end
    always_comb begin 
        mux_sel = 2'b01;
        next_state = state;
        p_read = 1'b0;
        case(state)
            idle: begin
            mux_sel=2'b01;
            if ((d_cache_read || d_cache_write ) && !L2_cache_resp)
            next_state = service_d;    
            else if ((i_cache_read && !(d_cache_read || d_cache_write )) && !L2_cache_resp)
            next_state = service_i;
            else if(!prefetch_done_hold)
            next_state = service_p;
            end
            service_i: begin 
            mux_sel = 2'b00;
            prefetch_addr = i_cache_address +32'h20;
            if (L2_cache_resp) 
                next_state = idle;
            end 
            service_d: begin 
            mux_sel = 2'b01;
            if (L2_cache_resp) 
                next_state = idle;
            end
            service_p : begin
            mux_sel = 2'b10;
            p_read = 1'b1;
            if(L2_cache_resp)
                next_state = idle;
            end
            default: next_state = idle;
        endcase
    end 
    always_ff@(posedge clk) begin
        if(rst) begin
            prefetch_addr_hold <= 32'b0;
        end
        else if (state == service_i)begin
            prefetch_addr_hold <= i_cache_address + 32'h20;
        end
        else
            prefetch_addr_hold <= prefetch_addr_hold ;
    end
    always_ff@(posedge clk) begin
        if(rst) begin
            prefetch_done_hold <= 1'b1;
        end
        else if (state == service_i)
            prefetch_done_hold <= 1'b0;
        else if (state == service_p && L2_cache_resp)
            prefetch_done_hold <= 1'b1;
    end
    endmodule : arbiter_control
```

==> metrics.yaml <==
min_path:
  hold_class: "reg -> reg"
logic_synthesis:
  ys_seq_share_pct: 9.39
  ys_area_um2: 7890
  ys_warn_count: 0
  ys_types: 43
  synthesis.area_um2: 7890
  async_flop_share_pct: 0
  ys.flop_type: "dfxtp_1"
  yosys_cells: 1156
  edf_count: 0
  syn_inst: 1156
  syn_avg_cell_area_um2: 6.82
  ys_ff: 37
power:
  p_switching_uw: 162
  ir_drop_mv: 0.0268
  powerDensity_nw_per_um2: 21.7
  p_leak_uw: 0.00559
  clock_power_share_pct: 20.2
  seq_power_share_pct: 17.0
  swShare_pct: 38.7
  comb_power_share_pct: 62.8
  p_int_uw: 257
timing:
  tns_ns: 0
  setup_violations: 0
  slew_headroom_pct: 30.0
  fmax_ghz: 0.0920
  finalCriticalPeriod_ns: 10.87
  timing.final.crit_share_pct: 50.8
  rsz0062_at_grt: "no"
  clock_skew_ns: 0.0213
  finalHoldViolations: 0
  tightest_slew_ns: 1.04
  report.final.slew_viol_count: 0
critical_path:
  cp-end-kind: "output pin"
  cp_max_fo: 6
  criticalPathCategory: "in -> out"
  crit_chain: "clkdlybuf4s50_1 > mux2i_1 > o21ai_0 > clkdlybuf4s50_1"
  start_kind: "primary input"
  cp.required_ns: 17.12
  cpMostUsedCell: "clkdlybuf4s50_1"
  crit_path_max_incr_delay_ns: 0.84
  arrival_ns: 6.59
  crit_slowest_cell: "o21ai_0"
floorplan:
  fp_util_pct: 2.94
  coreArea_um2: 269000
  die_area_um2: 292000
  die_h_um: 540
  fp.dieW_um: 540
  io_pins: 1386
  num_rows: 190
cts:
  post_cts_resized: 0
  clock_path_buffers: 2
  cts_max_level: 2
  cts_tree: "done"
  cts_setup_buffers: 0
  clock_sinks: 37
  cts_buffers: 5
  cts_root_buf: "clkbuf_16"
  path_clk_slew_ns: 0.09
  clock_latency_ns: 0.31
  hold_buffers: 0
grt:
  grt_pass1_wl_mm: 255
  antenna_found_initial: 155
  grtUsageTotal_pct: 15.2
  overflow: 0
  grt_pass1_vias: 10500
  grt_max_degree: 79
flow_run:
  maxCapViolCount: 0
  warning_count: 26
placement:
  port_buffers: 873
  gp_congestion: 1.02
  hpwlAfterDp_mm: 221
status:
  status: "finished, final reports clean"
routing:
  via_count: 11200
  drt-total-wl_mm: 229
  first_iter_violations: 612
  dr.pass1.iters: 5
  antenna_left: 0
  drc: 0
  drt-wirelength-per-cell_um: 43.0
  via_per_inst: 2.10
cells_and_area:
  fillerInstances: 31600
  final_util_pct: 7.20
  areaGrowthSynthToFinish_pct: 145
  drive_gt1_share_pct: 3.34
-- sequential cells by signal (all words and copies together), names as in the netlist --
| register | flops |
|---|---|
| arbiter_control.prefetch_addr_hold | 32 |
| arbiter_control.state | 4 |
| arbiter_control.prefetch_done_hold | 1 |
-- critical path: cells and delay by family --
family          cells  cell delay [ns]
mux                 1             0.16
compound gates      1             0.84
buf+inv             2             1.31
-- kinds of logic after synthesis --
kind of cell             after synthesis  share of synthesized area, %
XOR/XNOR                              10                          1.11
buffers and inverters                343                          28.6
adder cells (fa/ha/maj)                1                         0.159
AND/OR/NAND/NOR                      644                          49.2
AND-OR/OR-AND                         86                          7.16
flip-flops                            37                          9.39
multiplexers                          35                          4.44
-- final timing paths --
| path | start | to | slack (ns) | cells after the start |
|---|---|---|---|---|
| worst max-delay path | i_cache_address[16] | L2_cache_address[16] | 10.53 | 4 |
| worst max register to register | arbiter_control.state[2] | arbiter_control.prefetch_addr_hold[20] | 19.41 | 4 |
| worst min register to register | arbiter_control.state[1] | arbiter_control.state[1] | 0.47 | 1 |
| worst min-delay path | arbiter_control.state[1] | arbiter_control.state[1] | 0.47 | 1 |
-- stage by stage --
step / worst slack (ns) / std cells / total power (uW) / hold slack [ns] / cell area [um2]
floorplan: 12.49 / 1156 / 133 / 0.432 / 7890
global placement: 10.42 / 5280 / 341 / 0.446 / 19100
detailed placement: 10.42 / 5280 / 340 / 0.447 / 19100
CTS: 10.42 / 5288 / 426 / 0.465 / 19300
global route: 10.41 / 5290 / 439 / 0.479 / 19300
finish: 10.53 / 5322 / 419 / 0.468 / 19400
-- routing by layer --
layer | share of wire, % | up-vias | GRT usage [%]
li1 | - | 4613 | -
met1 | 28 | 4867 | 13.4
met2 | 42 | 1364 | 22.5
met3 | 25 | 304 | 16.5
met4 | 5.0 | 28 | 5.41
met5 | 0.14 | - | 0.357
-- placed cells by master (no fill, tap or decap), types with 11 or more instances in the layout --
cell type        instances
clkdlybuf4s50_1        871
and2_1                 520
nand2_1                 41
o21ai_0                 39
buf_4                   38
mux2i_1                 35
dfxtp_1                 35
diode_2                 34
nor2_1                  33
a311oi_1                14
a211oi_1                11
-- layout make-up --
| cell class | count | area, um2 | area share [%] |
|---|---|---|---|
| clock inverters | 3 | 20.0 | 0.103 |
| inverters | 6 | 22.5 | 0.116 |
| flip-flops and latches | 37 | 746 | 3.85 |
| repair buffers | 909 | 9000 | 46.5 |
| diodes | 34 | 85.1 | 0.440 |
| well taps | 3552 | 4440 | 23.0 |
| clock buffers | 5 | 125 | 0.646 |
| multi-input cells | 776 | 4910 | 25.4 |
-- cell usage after synthesis, types with 7 or more instances --
| cell type | instances | area (um2) |
|---|---|---|
| o21ai_0 | 39 | 195 |
| clkbuf_1 | 74 | 278 |
| a211oi_1 | 11 | 82.6 |
| xor2_1 | 7 | 61.3 |
| nor2_1 | 35 | 131 |
| mux2i_1 | 35 | 350 |
| nand2_1 | 41 | 154 |
| dfxtp_1 | 37 | 741 |
| nand4_1 | 7 | 43.8 |
| and2_1 | 520 | 3250 |
| a311oi_1 | 14 | 123 |
| buf_4 | 256 | 1920 |
-- power groups by stage --
stage	sequential, uW	clock (uW)	combinational, uW
after CTS	71.2	86.4	269
final	71.2	84.7	264
after global routing	71.4	88.2	279
Power figures rest on the tool's default switching activity, not on a simulated workload.
